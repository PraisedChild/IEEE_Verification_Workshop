[flow/design.v]
module LUT (
    input [3:0]       sel,
    input             en,
    input             clk,
    input             rst,
    output reg [31:0] value
);
    reg [31:0] mem1 [14:0];
    reg ON;
    always@(posedge clk or posedge rst)begin
        if(rst)begin
            mem1[0]<=32'b00101101000000000000000000000000;
            mem1[1]<=32'b00011010100100001111000011110101;
            mem1[2]<=32'b00001110000010010010011010100101;
            mem1[3]<=32'b00000111001000000010001111010000;
            mem1[4]<=32'b00000011100100110111101010111111;
            mem1[5]<=32'b00000001110010010101110010101101;
            mem1[6]<=32'b00000000111001001001001011100101;
            mem1[7]<=32'b00000000011100100010110100010110;
            mem1[8]<=32'b00000000001110010001110100111111;
            mem1[9]<=32'b00000000000111001100001111011101;
            mem1[10]<=32'b00000000000011100010010010000111;
            mem1[11]<=32'b00000000000001110010001010010000;
            mem1[12]<=32'b00000000000000111001000101111100;
            mem1[13]<=32'b00000000000000011110011001101110;
            mem1[14]<=32'b00000000000000001110010101010111;     
        end
    end
    always@(posedge clk or posedge rst)begin
        if(rst)begin
            ON <= 0;
        end
        else begin
            if(en)begin
                ON <= 1;
            end
        end
    end
    always@(*)begin
        if(ON)begin
            value = mem1[sel];
        end
        else 
            value = 0;
    end
endmodule
module V_CORDIC (
    input signed [31:0]      i_data_1, 
    input signed [31:0]      i_data_2,
    input                    en,
    input                    rst,
    input                    clk,
    input signed [31:0]      LUT,
    output reg signed [31:0] o_data_1,
    output reg signed [31:0] o_data_2,
    output reg signed [31:0] angle,
    output reg               done_flag, 
    output [3:0]             sel
);
    localparam signed COS_ANG = 32'b00000000100110110111010011101111;  
    reg [3:0] counter;
    reg signed [31:0] buff_data_1;
    reg signed [31:0] buff_data_2;
    reg signed [31:0] buff_angle;
    wire signed [63:0] product1,product2;
    reg                ON;
    always@(posedge clk or posedge rst)begin
        if(rst)begin
            buff_data_1 <= 32'h0;
            buff_data_2 <= 32'h0;
            done_flag   <= 32'h0;
            buff_angle  <= 32'h0;
            angle       <= 32'h0;
            o_data_1    <= 32'h0;
            o_data_2    <= 32'h0;
            ON          <= 0;
            counter     <= 0;
        end
        else begin
            if(ON)begin
                if(counter == 15)begin
                    o_data_1  <= product1[31:0];
                    o_data_2  <= product2[31:0];
                    counter   <= 0;
                    done_flag <= 1;
                    angle     <= buff_angle;
                    ON        <= 0;
                end
                else begin
                    if(counter == 0)begin
                        if(i_data_2[31])begin
                            buff_data_1 <= i_data_1 - (i_data_2>>>(counter));
                            buff_data_2 <= i_data_2 + (i_data_1>>>(counter));
                            buff_angle  <= buff_angle + LUT; 
                        end
                        else begin
                            buff_data_1 <= i_data_1 + (i_data_2>>>(counter));
                            buff_data_2 <= i_data_2 - (i_data_1>>>(counter));
                            buff_angle  <= buff_angle - LUT;  
                        end
                    end
                    else begin
                        if(buff_data_2[31])begin
                            buff_data_1 <= buff_data_1 - (buff_data_2>>>(counter));
                            buff_data_2 <= buff_data_2 + (buff_data_1>>>(counter));
                            buff_angle  <= buff_angle + LUT;
                        end
                        else begin
                            buff_data_1 <= buff_data_1 + (buff_data_2>>>(counter));
                            buff_data_2 <= buff_data_2 - (buff_data_1>>>(counter));
                            buff_angle  <= buff_angle - LUT;
                        end
                    end
                end
                counter <= counter + 1;
            end
            if(en)begin
                ON <= 1;
            end
            if(done_flag)begin
                done_flag <= 0;
                buff_angle<= 0;
                buff_data_1<=0;
                buff_data_2<=0;
            end
        end
    end
    assign sel = counter;
    assign product1 = (COS_ANG*buff_data_1)>>>24;
    assign product2 = (COS_ANG*buff_data_2)>>>24;
endmodule
module V_CORDIC_Unit (
    input signed [31:0]      i_data_1, 
    input signed [31:0]      i_data_2,
    input                    en,
    input                    rst,
    input                    clk,
    output signed [31:0]     o_data_1,
    output signed [31:0]     o_data_2,
    output signed [31:0]     angle,
    output                   done_flag
);
    wire [31:0] LUT;
    wire [3:0]  sel;    
    V_CORDIC veccor (
        .i_data_1(i_data_1),
        .i_data_2(i_data_2),
        .en(en),
        .rst(rst),
        .clk(clk),
        .LUT(LUT),
        .o_data_1(o_data_1),
        .o_data_2(o_data_2),
        .angle(angle),
        .done_flag(done_flag),
        .sel(sel)
    );
    LUT lut (
        .sel(sel),
        .en(en),
        .clk(clk),
        .rst(rst),
        .value(LUT)
    );
endmodule
[flow/config.mk]
export PLATFORM = sky130hd
export DESIGN_NAME = V_CORDIC_Unit
export DESIGN_NICKNAME = V_CORDIC_Unit
export VERILOG_FILES = /design/flow/design.v
export SDC_FILE = /design/flow/constraint.sdc
export NUM_CORES = 4
export LEC_CHECK = 1
export CORE_UTILIZATION = 40
[flow/constraint.sdc]
current_design V_CORDIC_Unit

set clk_period 38.5
set clk_io_pct 0.2

create_clock -name clk0 -period $clk_period [get_ports {clk}]

set non_clock_inputs [all_inputs -no_clocks]
set_input_delay [expr $clk_period * $clk_io_pct] -clock clk0 $non_clock_inputs
set_output_delay [expr $clk_period * $clk_io_pct] -clock clk0 [all_outputs]
[flow/run.sh]
#!/bin/bash
# OpenROAD 26Q1-2900-gdf79404cd8, Yosys 0.63+post, stock flow scripts
make -C /OpenROAD-flow-scripts/flow DESIGN_CONFIG=/design/flow/config.mk WORK_HOME=/design/flow/orfs finish
==> metrics.yaml <==
status: "finished, final reports clean"
fin_tns_setup_ns: 0
yosys_area_mm2: 0.0519
postCtsSetupRepairBufs: 0
worst_slack_ns: 24.36
syn_area_mm2: 0.0519
area_growth_pct: 8.34
rsz0062_at_grt: "false"
drt-initial-drc-count: 2320
period_minus_slack_ns: 14.14
hold_viol_final: 0
drt-pass1-iter-count: 6
ys_seq_share_pct: 9.60
root_buffer: "clkbuf_16"
cts_resized: 0
worst_pin_slew_ns: 0.910
critPathCaptureType: "flop"
grt_pass1_vias: 41400
critPathRequiredTime_ns: 38.94
cap_violations: 0
synth_area_per_cell_um2: 8.98
worstSetupPathType: "in2reg"
maxSlewViolCount: 0
ys_top_cells_by_count: "inv_1, fa_1, ha_1"
hold_buffers: 0
slew_headroom_pct: 38.5
ys_types: 96
coreArea_mm2: 0.128
ys_ff: 199
netlist_instances: 5775
htreeDepth: 4
ios: 164
synth_warnings: 3
critPathLaunch: "i_data_1[9]"
ctsLongestPathBuffers: 2
tool_warnings: 66
hpwl_um: 129000
grt_antenna_before_repair: 13
clock-sinks: 199
die_w_um: 362
holdCritStartpoint: "veccor.angle[16]$_DFFE_PP0P_"
clock.latency.late_pin_ns: 0.54
avgViaCountPerCell: 5.25
chip_area_mm2: 0.131
synth-edff-count: 0
ff_type: "dfrtp_1"
comb_area_mm2: 0.0416
regArea_mm2: 0.00500
final-setup-viol-count: 0
cts_inserted_buffers: 17
fin_skew_ns: 0.0145
async_reset_ff_share_pct: 100
fin_crit_sh_pct: 36.7
drtAntennaViolNets: 0
wl_um: 154000
tritoncts: "done"
place_ws_ns: 23.83
r2r-start: "veccor.buff_data_2[15]$_DFFE_PP0P_"
clk_pin_slew_ns: 0.09
vias: 40000
min_path_type: "reg2reg"
topCellsByArea: "fa_1, ha_1, dfrtp_1"
drc: 0
wire_per_inst_um: 20.2
holdWs_ns: 0.477
arrival_ns: 14.57
rows: 131
drive_gt1_share_pct: 4.52
grt_overflow: 0
start_kind: "input pin"
ys_cells: 5775
grt_pass1_wl_um: 243000
grt_use_total_pct: 25.4
routabilityCongestion: 0.989
die_y_um: 362
portBuffers: 163
cp_max_fo: 4
yosysMostFrequentCell: "inv_1"
yosys.area.top_type: "fa_1"
max_freq_mhz: 70.7
post-synth-top-area-fraction_pct: 29.2
initial_core_util_pct: 40.5
grt_max_degree: 73
nFillCells: 12400
## sequential cells by signal, indices dropped and copies added (netlist names)
signal              flops
veccor.buff_data_2     32
veccor.buff_angle      32
veccor.ON               1
veccor.angle           32
veccor.o_data_2        32
veccor.o_data_1        32
veccor.counter          4
lut.ON                  1
veccor.buff_data_1     32
veccor.done_flag        1
## cells by family after synthesis
kind of cell	share of synthesized area, %
adders and majority gates	46.9
buffers and inverters	10.3
and+or+nand+nor	10.5
AOI/OAI and AO/OA	12.9
xor gates and xnor gates	5.15
DFF	9.60
muxes	4.57
## layout make-up
cell class | instances | share of cell area, %
clock buffer | 19 | 0.770
antenna | 8 | 0.0356
clock inverter | 12 | 0.211
timing repair buffer | 255 | 4.12
tap | 1729 | 3.85
multi-input combinational | 4185 | 74.0
inverter | 1211 | 8.10
sequential | 199 | 8.89
## cell usage in the layout, fill, tap and decap left out, types with 162 or more instances in the layout
cell,count
a21oi_1,275
xnor2_1,189
o21ai_0,220
nand2_1,407
clkdlybuf4s50_1,162
ha_1,736
inv_1,1205
fa_1,756
nor2_1,369
dfrtp_1,193
## final timing paths
| check | endpoint | slack (ns) | depth (start not counted) |
|---|---|---|---|
| max in group asynchronous | veccor.done_flag$_DFF_PP0_ | 29.17 | 4 |
| worst min-delay path | veccor.angle[16]$_DFFE_PP0P_ | 0.48 | 2 |
| worst max-delay path | veccor.buff_data_2[30]$_DFFE_PP0P_ | 24.36 | 25 |
| worst min register to register | veccor.angle[16]$_DFFE_PP0P_ | 0.48 | 2 |
| worst max register to register | veccor.o_data_2[31]$_DFFE_PP0P_ | 29.52 | 28 |
| min in group asynchronous | veccor.o_data_2[26]$_DFFE_PP0P_ | 7.64 | 2 |
## per-layer routing
metal,global-route usage (%),wire [µm]
met2,39.3,72100
met5,0,30
met3,7.62,12200
met1,35.4,64000
met4,7.39,5500
## critical path, cell delays in order
cell             delay [ns]
clkdlybuf4s50_1        0.52
mux2_1                 0.34
mux4_2                 0.54
mux4_2                 0.56
or2_1                  0.27
or3_1                  0.44
nor4_4                 0.29
nand2b_2               0.14
nor2_1                 0.21
nor2_1                 0.08
xnor2_1                0.14
ha_1                   0.31
and3_1                 0.20
nand3_1                0.12
nor2_1                 0.06
o41ai_1                0.12
a31oi_1                0.27
a311oi_1               0.70
o21ai_0                0.27
a21o_1                 0.23
a21o_1                 0.19
a31o_2                 0.26
a31oi_1                0.21
xnor2_1                0.09
a221o_1                0.31
## stage by stage
stage | util [%] | cells | area (µm²)
final | 43.8 | 7618 | 56200
after global routing | 43.8 | 7617 | 56200
after CTS | 43.8 | 7610 | 56200
after detailed placement | 43.4 | 7579 | 55600
after global placement | 43.4 | 7579 | 55600
after floorplan | - | 5775 | 51900
