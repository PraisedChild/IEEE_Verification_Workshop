### flow/config.mk
export PLATFORM = sky130hd
export DESIGN_NAME = R_CORDIC_Unit
export DESIGN_NICKNAME = R_CORDIC_Unit
export VERILOG_FILES = /design/flow/design.v
export SDC_FILE = /design/flow/constraint.sdc
export NUM_CORES = 4
export LEC_CHECK = 1
export CORE_UTILIZATION = 30
### flow/constraint.sdc
current_design R_CORDIC_Unit

set clk_period 56.0
set clk_io_pct 0.2

create_clock -name clk0 -period $clk_period [get_ports {clk}]

set non_clock_inputs [all_inputs -no_clocks]
set_input_delay [expr $clk_period * $clk_io_pct] -clock clk0 $non_clock_inputs
set_output_delay [expr $clk_period * $clk_io_pct] -clock clk0 [all_outputs]
### flow/design.v
module LUT (
    input [3:0]       sel,
    input             en,
    input             clk,
    input             rst,
    output reg [31:0] value
);
    reg [31:0] mem1 [14:0];
    reg ON;
    always@(posedge clk or posedge rst)begin
        if(rst)begin
            mem1[0]<=32'b00101101000000000000000000000000;
            mem1[1]<=32'b00011010100100001111000011110101;
            mem1[2]<=32'b00001110000010010010011010100101;
            mem1[3]<=32'b00000111001000000010001111010000;
            mem1[4]<=32'b00000011100100110111101010111111;
            mem1[5]<=32'b00000001110010010101110010101101;
            mem1[6]<=32'b00000000111001001001001011100101;
            mem1[7]<=32'b00000000011100100010110100010110;
            mem1[8]<=32'b00000000001110010001110100111111;
            mem1[9]<=32'b00000000000111001100001111011101;
            mem1[10]<=32'b00000000000011100010010010000111;
            mem1[11]<=32'b00000000000001110010001010010000;
            mem1[12]<=32'b00000000000000111001000101111100;
            mem1[13]<=32'b00000000000000011110011001101110;
            mem1[14]<=32'b00000000000000001110010101010111;     
        end
    end
    always@(posedge clk or posedge rst)begin
        if(rst)begin
            ON <= 0;
        end
        else begin
            if(en)begin
                ON <= 1;
            end
        end
    end
    always@(*)begin
        if(ON)begin
            value = mem1[sel];
        end
        else 
            value = 0;
    end
endmodule
module R_CORDIC (
    input signed [31:0]      i_data_1, 
    input signed [31:0]      i_data_2,
    input signed [31:0]      angle,
    input                    en,
    input                    rst,
    input                    clk,
    input signed [31:0]      LUT,
    output reg signed [31:0] o_data_1,
    output reg signed [31:0] o_data_2,
    output reg               done_flag,
    output [3:0]             sel
);
    localparam signed COS_ANG = 32'b00000000100110110111010011101111;  
    reg [3:0] counter;
    reg signed [31:0] buff_data_1;
    reg signed [31:0] buff_data_2;
    reg signed [31:0] buff_angle;
    wire signed [63:0] product1,product2;
    reg ON;
    always@(posedge clk or posedge rst)begin
        if(rst)begin
            buff_data_1 <=32'h0;
            buff_data_2 <=32'h0;
            done_flag   <= 0;
            buff_angle  <= 32'h0;
            o_data_1    <= 32'h0;
            o_data_2    <= 32'h0;
            counter     <= 0;
            ON          <=0;
        end
        else begin
            if(ON)begin
                if(counter == 15)begin
                    o_data_1 <= product1[31:0];
                    o_data_2 <= product2[31:0];
                    counter  <= 0;
                    done_flag <= 1;
                    buff_angle <=0;
                    ON <= 0;
                end
                else begin
                    if(counter == 0)begin
                        if(angle[31])begin
                            buff_data_1 <= i_data_1 - (i_data_2>>>(counter));
                            buff_data_2 <= i_data_2 + (i_data_1>>>(counter));
                            buff_angle  <= angle + LUT; 
                        end
                        else begin
                            buff_data_1 <= i_data_1 + (i_data_2>>>(counter));
                            buff_data_2 <= i_data_2 - (i_data_1>>>(counter));
                            buff_angle  <= angle - LUT;    
                        end
                    end
                    else begin
                        if(buff_angle[31])begin
                            buff_data_1 <= buff_data_1 - (buff_data_2>>>(counter));
                            buff_data_2 <= buff_data_2 + (buff_data_1>>>(counter));
                            buff_angle  <= buff_angle + LUT;
                        end
                        else begin
                            buff_data_1 <= buff_data_1 + (buff_data_2>>>(counter));
                            buff_data_2 <= buff_data_2 - (buff_data_1>>>(counter));
                            buff_angle  <= buff_angle - LUT;
                        end
                    end
                    counter <= counter + 1;
                end
            end
            if(en)begin
                ON <= 1;
                buff_angle <= angle;
            end
            if(done_flag)begin
                done_flag<=0;
                buff_angle<=0;
                buff_data_1<=0;
                buff_data_2<=0;
            end
        end
    end
    assign sel = counter;
    assign product1 = (COS_ANG*buff_data_1)>>>24;
    assign product2 = (COS_ANG*buff_data_2)>>>24;
endmodule
module R_CORDIC_Unit (
    input signed [31:0]      i_data_1, 
    input signed [31:0]      i_data_2,
    input signed [31:0]      angle,
    input                    en,
    input                    rst,
    input                    clk,
    output signed [31:0]     o_data_1,
    output signed [31:0]     o_data_2,
    output                   done_flag
);
    wire [31:0] LUT1;
    wire [3:0]  sel;    
    R_CORDIC rotcor (
        .i_data_1(i_data_1),
        .i_data_2(i_data_2),
        .angle(angle),
        .en(en),
        .rst(rst),
        .clk(clk),
        .LUT(LUT1),
        .o_data_1(o_data_1),
        .o_data_2(o_data_2),
        .done_flag(done_flag),
        .sel(sel)
    );
    LUT lut (
        .sel(sel),
        .en(en),
        .clk(clk),
        .rst(rst),
        .value(LUT1)
    );
endmodule
### flow/run.sh
#!/bin/bash
# OpenROAD 26Q1-2900-gdf79404cd8, Yosys 0.63+post, stock flow scripts
make -C /OpenROAD-flow-scripts/flow DESIGN_CONFIG=/design/flow/config.mk WORK_HOME=/design/flow/orfs finish
==> results.txt <==
run metrics: average wire per standard cell 20.22 µm, Die Wd 419.0 µm, overall via count from detail_route 40,410, IO Pins 164, FP Rows 152, required time at the endpoint of the critical path 56,410 ps, main area contributors sky130_fd_sc_hd__fa_1, sky130_fd_sc_hd__ha_1, sky130_fd_sc_hd__inv_1, dpl cell area 56,670 µm², Cell variety after synth 101, Clock Root Buffer sky130_fd_sc_hd__clkbuf_16, commonest register cell after synthesis sky130_fd_sc_hd__dfrtp_1, synth-to-layout area growth 9.796%, RSZ-0062 raised after global routing no, number of warnings issued by yosys 3, minimum period implied by the final worst setup slack 17,310 ps, kind of critical path input pin to register, WL final 166,700 µm, arrival time at the worst endpoint 17,720 ps, number of flops mapped to enable cells by yosys 0, die y size 419.0 µm, all-layer global routing usage 20.15%, CTS tree built, antenna violations before repair 25, number of buffers added by the clock tree synthesis step 17, clk sinks 167, type of the tightest min-delay check register to register, latest clock arrival within the worst-skew pair 550 ps, # hold bufs at CTS 0, number of iterations in the first detailed-routing pass 5, global-route wire length before repair 255,500 µm, area reported by Yosys stat 52,160 µm², status completed, drc violations 0, Max-Cap Viols 0, number of input and output port buffers inserted 163, kind of launch point of the worst setup path input pin, sequential element share of the synthesized area 8.011%, core area 172,100 µm², total die area 175,600 µm², Post-synth regs 167, slew of the pin with the lowest slew margin 983.2 ps, cell type with the largest total area after synthesis sky130_fd_sc_hd__fa_1, crit path max fanout 6, fraction of synthesized cell area taken by the top area cell type 29.01%, Fmax achieved 57.79 MHz, ranking of synthesized cells by instance count sky130_fd_sc_hd__inv_1, sky130_fd_sc_hd__fa_1, sky130_fd_sc_hd__ha_1, sky130_fd_sc_hd__nor2_1, sky130_fd_sc_hd__nand2_1, pin count of the biggest net entering global routing 67, Clock Path Buffers 2, setup violators final 0, GRT Residual Overflow 0, average instance area after synthesis 8.971 µm², post-synth design cell area 52,160 µm², period utilization 30.90%, number of levels in the clock H-tree 4, number of violations reported at the end of detailed-routing iteration 0 2,073, number of max-slew violations in the final report 0, fraction of synthesis flops using an asynchronous set or reset pin 100.0%, global placement routability congestion 1.011, PostCTS Resize Cnt 0, HPWL after detailed placement 142,300 µm, CP Capture Type register, number of warnings in the stage logs 36, share of final-layout standard cells stronger than drive strength 1 5.244%, Clock Skew 21.73 ps, gate count of the mapped netlist 5,815, floorplan core density 30.31%, headroom to the max-slew limit 33.76%, via count of the first global-routing pass 41,400, final standard cell area without fillers 57,270 µm², hold violation total from the final report 0, cell with the most instances after synthesis sky130_fd_sc_hd__inv_1, clock transition at the registers of the reported paths 80 ps, Setup Fix Bufs, Post-CTS 0, final sum of negative setup slack 0 ps, number of vias per cell 4.901, number of routed nets with antenna violations 0, cell count listed in synth_stat.txt 5,815
==> path summary, 6_finish.rpt <==
check                                    from  slack, ps  cells past startpoint                      to
min                        rotcor.o_data_1[0]        480                      2      rotcor.o_data_1[0]
max in group asynchronous                 rst      43760                      3       rotcor.counter[3]
max reg2reg                 rotcor.counter[0]      46790                     29  rotcor.buff_data_1[31]
min reg2reg                rotcor.o_data_1[0]        480                      2      rotcor.o_data_1[0]
min in group asynchronous                 rst      11110                      2     rotcor.o_data_1[17]
max                               i_data_1[9]      38690                     24  rotcor.buff_data_2[31]
==> state kept, by name, indices dropped and copies added (netlist names) <==
register / cells
lut.ON: 1
rotcor.buff_data_1: 32
rotcor.o_data_1: 32
rotcor.done_flag: 1
rotcor.buff_data_2: 32
rotcor.ON: 1
rotcor.o_data_2: 32
rotcor.buff_angle: 32
rotcor.counter: 4
==> worst max-delay path: stages <==
cell and delay, ps:
sky130_fd_sc_hd__clkdlybuf4s50_1 510, sky130_fd_sc_hd__mux4_2 560, sky130_fd_sc_hd__mux4_2 510, sky130_fd_sc_hd__nor2_1 100, sky130_fd_sc_hd__a21oi_1 100, sky130_fd_sc_hd__nor3_2 640
sky130_fd_sc_hd__and2_1 300, sky130_fd_sc_hd__and4_1 240, sky130_fd_sc_hd__nor2_1 60, sky130_fd_sc_hd__xnor2_1 210, sky130_fd_sc_hd__ha_1 260, sky130_fd_sc_hd__a21o_1 170
sky130_fd_sc_hd__a21o_1 160, sky130_fd_sc_hd__a21oi_1 190, sky130_fd_sc_hd__nor3_1 80, sky130_fd_sc_hd__a21o_1 190, sky130_fd_sc_hd__o41ai_1 650, sky130_fd_sc_hd__o21ai_0 280
sky130_fd_sc_hd__o21ba_2 280, sky130_fd_sc_hd__a221oi_1 430, sky130_fd_sc_hd__o21ai_0 190, sky130_fd_sc_hd__xnor2_1 160, sky130_fd_sc_hd__a22oi_2 150, sky130_fd_sc_hd__o21ai_1 80
==> cell usage in the layout, fill, tap and decap left out, types with 67 or more instances in the layout <==
cell,count
sky130_fd_sc_hd__inv_1,1216
sky130_fd_sc_hd__fa_1,756
sky130_fd_sc_hd__ha_1,739
sky130_fd_sc_hd__nor2_1,374
sky130_fd_sc_hd__nand2_1,341
sky130_fd_sc_hd__a21oi_1,286
sky130_fd_sc_hd__o21ai_0,259
sky130_fd_sc_hd__xnor2_1,210
sky130_fd_sc_hd__clkdlybuf4s50_1,162
sky130_fd_sc_hd__dfrtp_1,161
sky130_fd_sc_hd__xor2_1,159
sky130_fd_sc_hd__a21o_1,106
sky130_fd_sc_hd__buf_4,98
sky130_fd_sc_hd__a211oi_1,91
sky130_fd_sc_hd__mux2i_1,82
sky130_fd_sc_hd__nor3_1,67
==> routing by layer <==
layer  global-route usage (%)  up-vias  part of all wire (%)
met3                    5.748      195                   7.5
met2                    32.00     1219                    47
met4                    4.346       16                   2.8
met1                    27.82    19630                    43
li1                         -    19350                     -
met5                   0.1389        -                 0.056
==> through the flow <==
stage | std cells | setup WS, ps | hold WS (ps) | util [%]
global route | 8245 | 38250 | 508.6 | 33.27
global placement | 8209 | 38140 | 462.5 | 32.93
finish | 8246 | 38690 | 479.7 | 33.28
detailed placement | 8209 | 38220 | 468.1 | 32.93
floorplan | 5815 | 39900 | 424.1 | -
CTS | 8241 | 38800 | 485.1 | 33.27
==> final cells by class <==
class,count,area (µm²)
antenna,5,12.51
tap,2310,2890
fill,17510,114800
sequential,167,4199
clock inverter,12,132.6
inverter,1221,4591
clock buffer,20,456.7
multi-input combinational,4251,42630
timing repair buffer,260,2357
==> kinds of logic (layout without fill, tap and decap cells) <==
kind of cell / count (synthesis) / after routing / share of synthesized area [%]
AND-OR/OR-AND: 1074 / 1074 / 13.21
AND/OR/NAND/NOR: 1099 / 1099 / 9.844
other: 0 / 5 / 0
XOR/XNOR: 369 / 369 / 6.196
flip-flops: 167 / 167 / 8.011
multiplexers: 214 / 214 / 5.728
buffers and inverters: 1397 / 1513 / 10.27
adder cells (fa/ha/maj): 1495 / 1495 / 46.74
